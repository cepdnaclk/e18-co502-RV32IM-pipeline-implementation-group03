File: /design/flow/run.sh
#!/bin/bash
# OpenROAD 26Q1-2900-gdf79404cd8, Yosys 0.63+post, stock flow scripts
make -C /OpenROAD-flow-scripts/flow DESIGN_CONFIG=/design/flow/config.mk WORK_HOME=/design/flow/orfs finish
File: /design/flow/config.mk
export PLATFORM = sky130hd
export DESIGN_NAME = mux1
export DESIGN_NICKNAME = mux1
export VERILOG_FILES = /design/flow/design.v
export SDC_FILE = /design/flow/constraint.sdc
export NUM_CORES = 4
export LEC_CHECK = 1
export CORE_AREA = 10 10 71 71
export DIE_AREA = 0 0 81 81
File: /design/flow/design.v
`timescale  1ns/100ps
module mux1(BR_J_PC, PC_4, PC_SEL, MUX1_OUT);
`timescale  1ns/100ps
	input[31:0] BR_J_PC, PC_4;
	input PC_SEL;
	output reg[31:0] MUX1_OUT;
	always @(PC_SEL) 
	begin
		#1
		case(PC_SEL)
			1'b0:begin
				MUX1_OUT = PC_4;
			end
			1'b1:begin
				MUX1_OUT = BR_J_PC;
			end
		endcase		
	end
endmodule
File: /design/flow/constraint.sdc
current_design mux1

set clk_period 1.0
set clk_io_pct 0.2

create_clock -name clk0 -period $clk_period

set non_clock_inputs [all_inputs -no_clocks]
set_input_delay [expr $clk_period * $clk_io_pct] -clock clk0 $non_clock_inputs
set_output_delay [expr $clk_period * $clk_io_pct] -clock clk0 [all_outputs]
==> flow_results.org <==
#+TITLE: Synthesis and PnR summary

** Logic synthesis
- Yosys stat counts 36 cells in the synthesized netlist.
- Average instance area after synthesis :: 15.1 µm²
- Synthesized netlist cell count :: 36
- The mapped netlist covers 544 µm².
- Most common cell in the netlist :: mux2_4
- The area recorded from the Yosys report for this design is 544 µm².
- In the post-synthesis netlist, the biggest area contributors are mux2_4 (83%), buf_12 (11%), mux2_2 (4.1%), buf_6 (2.1%).
- Top post-synthesis cells by count :: mux2_4 (30), buf_12 (3), mux2_2 (2), buf_6 (1)
- Area share of the largest cell type after synthesis :: 82.8%
- Post-synth seq share :: 0%
- Per the synthesis report, the dominant area consumer among library cells is mux2_4.
- Distinct cell type count after synthesis :: 4
- Number of warnings printed during yosys synthesis :: 1

** Placement
- Routability cong. :: 0.861
- Once detailed placement completed, the half-perimeter wirelength came to 2550 µm.
- After detailed placement, the total cell area comes to 1560 µm².
- In this run, placement finished with an instance count of 180.
- Tally of buffers added on design ports :: 97

** Die
- 97 I/O pins were placed.
- The chip occupies 6560 µm².
- According to the floorplan log, the row count is 22.
- Before placement the cells fill 15.0% of the core.
- The die is 81 µm tall.
- The core region is 3630 µm².
- According to the floorplan report, the die width is 81 µm.

** Detailed routing
- Drt total wl :: 2830 µm
- First-pass iteration count of the detailed router :: 2
- Antenna diode count :: 0
- Post-detailed-route count of antenna-violating nets :: 0
- After detailed routing, the number of vias per cell comes to 3.75.
- The detailed router finished its first iteration with 3 violations.
- For this run, design rule violations remaining after detail routing come to 0.
- Detailed routing inserted a total of 694 vias.
- In the final routed layout, each cell accounts on average for 15.3 µm.

** Power and ir drop
- Cell internal power was estimated by the tool at 483 µW.
- Sw frac :: 22.3%
- The clock network accounts for 0% of the total power.
- Fraction of power consumed by combinational cells :: 100.0%
- Switching power total :: 138 µW
- The power report puts the leakage power at 0.905 nW.
- Per the summary, power density relative to cell area is 391 nW/µm².
- Maximum ir drop on the vdd rail :: 0.000147 V
- Per report_power, the sequential group accounts for 0% of the total.

** Layout
- Multi-input gate area :: 473 µm²
- The final layout contains a sequential cell count of 0.
- Relative to the synthesized area, the layout overhead comes to 192%.
- Share of post-route cells with drive strength above 1 :: 53.3%
- Post-layout instance area :: 1590 µm²
- Final non-filler cell total :: 185
- Register area :: 0 µm²
- The final layout report lists a filler cell count of 358.
- Clkbuf count :: 0

** Critical path
- On the critical path the data arrives at 990 ps.
- The data required time reported for the critical path is 800 ps.
- Crit Path Category :: in2out
- STA classifies the critical path startpoint as a primary input.
- Capturing element type of the critical path :: output port
- CP Max Fanout :: 6

** Global routing
- The number of antenna violations at the first check in global routing was 0.
- Per the GRT congestion report, total overflow comes to 0.
- Across every metal layer, demand over resource in global routing totals 7.42%.
- Maximum number of pins on one net before global-route repair :: 11
- Wire length of the first global-routing pass :: 3950 µm
- Number of global-route vias before repair :: 717

** Min path
- In the hold timing report, the worst path depth is 3.
- The most critical min-delay path falls under in2out.

** STA
- The final critical path takes up 119% of the cycle.
- RSZ-0062 raised after global routing :: true
- Number of slew-limit violations in the final report :: 0
- Accumulated negative setup slack :: -3080 ps
- In this run the tightest slew margin relative to its limit is 94.2%.
- The critical path in the final layout is reported with a setup slack of -185 ps.
- The smallest clock period supported by the final layout is computed as 1190 ps.
- The final hold violation count recorded for this run is 0.
- Final Setup Violations :: 32
- Based on the critical path, the design can be clocked at up to 844 MHz.
- The transition time recorded at the tightest slew-check pin is 87.0 ps.

** Run
- Number of warnings the tools reported :: 34
- Max-capacitance violation count :: 0

** Status
- Run status :: finished with violations
- Failing checks :: negative setup slack
## area by class of cell
cell class	instances	area share, %
Multi-Input combinational cell	32	29.8
Timing Repair Buffer	105	66.5
Tap cell	48	3.78
## critical path, stage by stage
cell,delay [ps]
buf_12,120
buf_12,130
buf_4,130
mux2_4,290
buf_6,110
## metal layers
layer | GRT usage, % | part of all wire, % | up-vias
met1 | 10.0 | 40 | 306
li1 | - | - | 338
met2 | 11.9 | 50 | 50
met3 | 2.56 | 11 | 0
met5 | 0 | 0 | -
met4 | 0 | 0 | 0
## repair_timing
action | in CTS | in global routing
hold endpoints to repair | 0 | 0
cloned | 1 | 0
hold buffers | 0 | 0
resized | 169 | 19
setup endpoints to repair | 32 | 32
buffers inserted | 3 | 1
## power by group through the flow
stage	combinational, mW	sequential, mW	clock [mW]
after CTS	0.593	0	0
after global routing	0.662	0	0
final	0.621	0	0
## logic make-up (layout without fill, tap and decap cells)
family	Yosys count	count (layout)	synth area share, %
buffers and inverters	4	105	13.1
multiplexers	32	32	86.9
## worst paths after layout
| path | startpoint | to | slack (ps) |
|---|---|---|---|
| setup / recovery | PC_SEL | MUX1_OUT[25] | -190 |
| hold / removal | BR_J_PC[29] | MUX1_OUT[29] | 690 |
## layout by cell type, fill, tap and decap left out
cell type / Yosys / routed
buf_16: 0 / 1
buf_8: 0 / 2
buf_6: 1 / 23
buf_12: 3 / 4
clkdlybuf4s50_1: 0 / 4
dlygate4sd2_1: 0 / 51
buf_2: 0 / 9
mux2_4: 30 / 30
mux2_2: 2 / 2
buf_4: 0 / 2
dlymetal6s2s_1: 0 / 9
## through the flow
step | hold WS (ps) | util (%) | total power [mW] | worst slack (ps)
floorplan | 498 | - | 0.206 | 66.9
global placement | 1260 | 42.9 | 0.667 | -525
detailed placement | 1260 | 42.9 | 0.671 | -527
CTS | 748 | 41.2 | 0.593 | -182
global route | 713 | 43.7 | 0.662 | -200
finish | 691 | 43.7 | 0.621 | -185
Power is estimated from default activity; no workload was simulated.
