**flow/design.v**
```verilog
`timescale  1ns/100ps
module alu (DATA1, DATA2, SELECT, RESULT, zero_signal, sign_bit_signal, sltu_bit_signal);
    input[31:0] DATA1,DATA2;
    input[4:0] SELECT;
    output reg [31:0] RESULT;
    output reg zero_signal,sign_bit_signal,sltu_bit_signal;
    wire [31:0] ADD_RESULT,
                SUB_RESULT,
                AND_RESULT,
                OR_RESULT,
                XOR_RESULT,
			    SLL_RESULT,
                SRL_RESULT,
                SRA_RESULT,
			    MUL_RESULT,
			    DIV_RESULT,
                DIVU_RESULT,
                REM_RESULT,
                REMU_RESULT,
			    SLT_RESULT,
                SLTU_RESULT,
                FORWARD_RESULT;
    wire [63:0] MULH_RESULT,
                MULHU_RESULT,
                MULHSU_RESULT;
    assign #2 ADD_RESULT = DATA1 + DATA2;
    assign #2 SUB_RESULT = DATA1 - DATA2;
    assign #1 AND_RESULT = DATA1 & DATA2;
    assign #1 OR_RESULT = DATA1 | DATA2;
    assign #1 XOR_RESULT = DATA1 ^ DATA2;
    assign #1 SLL_RESULT = DATA1 << DATA2;
    assign #1 SRL_RESULT = DATA1 >> DATA2;
    assign #1 SRA_RESULT = $signed(DATA1) >>> DATA2;
    assign #3 MUL_RESULT = DATA1 * DATA2;   
    assign #3 MULH_RESULT = DATA1 * DATA2;  
    assign #3 MULHU_RESULT = $unsigned(DATA1) * $unsigned(DATA2);  
    assign #3 MULHSU_RESULT = $signed(DATA1) * $unsigned(DATA2);  
    assign #3 DIV_RESULT = $signed(DATA1) / $signed(DATA2);
    assign #3 DIVU_RESULT = DATA1 / DATA2;
    assign #3 REM_RESULT = $signed(DATA1) % $signed(DATA2);
    assign #3 REMU_RESULT = DATA1 % DATA2;
    assign #1 SLT_RESULT = ($signed(DATA1) < $signed(DATA2)) ? 1'b1 : 1'b0;    
    assign #1 SLTU_RESULT = ($unsigned(DATA1) < $unsigned(DATA2)) ? 1'b1 : 1'b0;
    assign #1 FORWARD_RESULT = DATA1;
    always @(*) begin
        case (SELECT)
            5'b00000 : begin 
                RESULT = ADD_RESULT;   
            end
            5'b00001 : begin 
                RESULT = SUB_RESULT;   
            end
            5'b00010 : begin 
                RESULT = AND_RESULT;   
            end
            5'b00011 : begin 
                RESULT = OR_RESULT;   
            end
            5'b00100 : begin 
                RESULT = XOR_RESULT;   
            end
            5'b00101 : begin 
                RESULT = SLL_RESULT;   
            end
            5'b00110 : begin 
                RESULT = SRL_RESULT;   
            end
            5'b00111 : begin 
                RESULT = SRA_RESULT;   
            end
            5'b01000 : begin 
                RESULT = MUL_RESULT;   
            end
            5'b01001 : begin 
                RESULT = MULH_RESULT[63:32];   
            end
            5'b01010 : begin 
                RESULT = MULHU_RESULT[63:32];   
            end
            5'b01011 : begin 
                RESULT = MULHSU_RESULT[63:32];   
            end
            5'b01100 : begin 
                RESULT = DIV_RESULT;   
            end
            5'b01101 : begin 
                RESULT = DIVU_RESULT;   
            end
            5'b01110 : begin 
                RESULT = REM_RESULT;   
            end
            5'b01111 : begin 
                RESULT = REMU_RESULT;   
            end
            5'b10000 : begin 
                RESULT = SLT_RESULT;   
            end
            5'b10001 : begin 
                RESULT = SLTU_RESULT;   
            end
            5'b10010 : begin 
                RESULT = FORWARD_RESULT;   
            end
            default: begin
                RESULT = 32'dx;
            end 
        endcase
    end
	assign zero_signal= ~(|RESULT);   
	assign sign_bit_signal=RESULT[31];  
	assign sltu_bit_signal=SLTU[0];	  
endmodule
```
**flow/config.mk**
```make
export PLATFORM = sky130hd
export DESIGN_NAME = alu
export DESIGN_NICKNAME = alu
export VERILOG_FILES = /design/flow/design.v
export SDC_FILE = /design/flow/constraint.sdc
export NUM_CORES = 4
export LEC_CHECK = 1
export CORE_UTILIZATION = 50
```
**flow/constraint.sdc**
```tcl
current_design alu

set clk_period 346.7
set clk_io_pct 0.2

create_clock -name clk0 -period $clk_period

set non_clock_inputs [all_inputs -no_clocks]
set_input_delay [expr $clk_period * $clk_io_pct] -clock clk0 $non_clock_inputs
set_output_delay [expr $clk_period * $clk_io_pct] -clock clk0 [all_outputs]
```
**flow/run.sh**
```bash
#!/bin/bash
# OpenROAD 26Q1-2900-gdf79404cd8, Yosys 0.63+post, stock flow scripts
make -C /OpenROAD-flow-scripts/flow DESIGN_CONFIG=/design/flow/config.mk WORK_HOME=/design/flow/orfs finish
```
==> reports/qor_table.md <==
| Parameter | This run | Unit |
|:---|:---|:---|
| Status | finished with violations | - |
| Failing checks | max-capacitance violations, max-slew violations | - |
| Mean instance size in the synthesized netlist | 7.05 | um^2 |
| Family with the most delay on the worst path | AND-OR/OR-AND gates | - |
| Register cell area after layout | 0 | um^2 |
| Tool warnings | 99 | - |
| Setup repair after global routing missed its margin | no | - |
| CP dominant cell by count | ha_1 | - |
| Category of the worst setup path launch point | primary input | - |
| Stage delay of the slowest cell on the critical path | 1070 | ps |
| Post-synthesis chip area from yosys | 0.109 | mm^2 |
| Number of global-route vias before repair | 120655 | - |
| Die extent in y | 469 | um |
| Via-to-Cell Ratio | 6.94 | - |
| Area Growth Syn to Fin | 5.90 | % |
| Final period util | 71.0 | % |
| Number of fill cells | 19920 | - |
| Shortest clock period the worst path allows after layout | 246120 | ps |
| Iteration-0 DRC count of the detailed router | 15162 | - |
| Post-Route WL | 588000 | um |
| Total count of max-transition violations in the final report | 5 | - |
| Count of sequential standard cells | 0 | - |
| Die Area | 0.220 | mm^2 |
| Starting utilization of the core area | 50.3 | % |
| Total of clock buffers placed in the layout | 0 | - |
| Ranking of synthesized cells by area | ha_1 (17%), fa_1 (16%), nand2_1 (6.6%) | - |
| Fraction of synthesized cell area in xor and xnor cells | 7.59 | % |
| Yosys top cell by instances | nand2_1 | - |
| Worst slack after detailed placement | 104560 | ps |
| Total I/O pin count | 104 | - |
| Switch Pwr | 1090 | uW |
| Portion of netlist area occupied by mux cells | 2.66 | % |
| Required time of the critical path | 277360 | ps |
| Placed Cells incl. Taps | 18271 | - |
| Number of standard cells in the final layout excluding fillers | 18339 | - |
| Count of nets left with antenna violations after detail routing | 0 | - |
| Adder-cell share of the synthesized area | 33.5 | % |
| Initial antenna violation count | 61 | - |
| Count of maximum capacitance violations | 2 | - |
| Core region area | 0.217 | mm^2 |
| Fraction of final layout cells with drive strength greater than 1 | 7.06 | % |
| Synth Instances | 15494 | - |
| Proportion of total power due to net switching | 66.7 | % |
| First-pass GRT wire length | 838000 | um |
| Total grt overflow | 0 | - |
| Number of buffers inserted by hold repair at cts | 0 | - |
| Fmax achieved | 4.06 | MHz |
| Top-area cell type share of the netlist area | 17.0 | % |
| AO/OA Area Share | 25.9 | % |
| List of most frequent post-synthesis cells | nand2_1 (1934), nor2_1 (1630), ha_1 (1486), inv_1 (1383), a21oi_1 (1135) | - |
| Core Rows | 171 | - |
| Power density over the cells | 14.1 | mW/mm^2 |
| Max-slew headroom at the worst pin | -2.44 | % |
| Area fraction in and, or, nand and nor cells | 22.9 | % |
| Post-synthesis sequential area ratio | 0 | % |
| Category of the critical setup timing path | primary input to output pin | - |
| Overall die width | 469 | um |
| VDD IR-drop max | 0.0000814 | V |
| Pin count of the biggest net entering global routing | 62 | - |
| Crit-path max FO | 48 | - |
| GRT Util Overall | 53.8 | % |
| Library cell contributing the largest single delay on the critical path | nor3_1 | - |
| Final Power | 1630 | uW |
| Combined area of the multi-input logic cells | 0.102 | mm^2 |
| Slew at the pin closest to its max-slew limit | 1530 | ps |
| Leak pwr | 0.0545 | uW |
| Warning count from the yosys run | 6 | - |
| WHS | 140050 | ps |
| Internal Power | 544 | uW |
| Post-Route Setup TNS | 0 | ps |
| Count of instantiated cells in the yosys netlist | 15494 | - |
| DRC errors left | 0 | - |
| Via count | 127295 | - |
| Detailed placement HPWL | 464000 | um |
| Tally of buffers added on design ports | 103 | - |
| Count of instances resized after the clock tree is built | 0 | - |
| Endpoint arrival time on the critical path | 176780 | ps |
| Number of cells on the critical path | 347 | - |
| Setup-violating endpoint count in the final report | 0 | - |
| Logic family by area | adder cells | - |
| Iteration count of the initial detailed-routing pass | 10 | - |
| Type of element capturing the critical path | output pin | - |
| Cell type with the highest aggregate area in the netlist | ha_1 | - |
| Number of hold violations in the final report | 0 | - |
| Post-CTS setup buffer count | 0 | - |
| Class of the worst hold path | primary input to output pin | - |
| Synth Cell Area | 0.109 | mm^2 |
| Number of library cell types mapped by synthesis | 111 | - |
| PnR worst setup slack | 100580 | ps |
| DR WL/cell | 32.0 | um |
| Hold Path Stages | 7 | - |
| Critical path buffer and inverter count | 24 | - |
| Routability congestion estimate | 1.22 | - |
## per-stage QoR
step | area [um^2] | util, %
floorplan | 109000 | -
global placement | 115000 | 53.2
detailed placement | 115000 | 53.2
CTS | 115000 | 53.2
global route | 116000 | 53.2
finish | 116000 | 53.3
## layout make-up
class	instances	area share (%)
diodes	68	0.147
inverters	1413	4.59
multi-input cells	13362	88.0
well taps	2854	3.09
repair buffers	642	4.16
## layer usage
layer	share of wire, %	routed length (um)	up-vias	track usage (%)
met5	0.17	978	-	4.09
met4	11	64600	44	44.3
met3	16	92000	3133	28.3
met2	39	227000	9839	71.8
met1	35	203000	59431	63.3
li1	-	-	54848	-
## tightest hold or removal path, stage by stage
cell	delay (ps)
buf_2	100
buf_4	250
nor2b_1	160
nor3_1	50
o2111ai_1	90
a21oi_1	250
clkdlybuf4s50_1	450
## worst paths after layout
kind	to	from	slack, ps
hold / removal	RESULT[0]	SELECT[0]	140050
setup / recovery	zero_signal	DATA2[6]	100580
## logic make-up (layout without fill, tap and decap cells)
kind of cell,after synthesis,after routing
muxes,254,254
xor gates and xnor gates,946,946
other,2,73
AOI/OAI and AO/OA,4262,4262
and+or+nand+nor,5509,5509
adders and majority gates,2386,2386
buffers and inverters,2135,2055
## cells in the final DEF, fill, tap and decap left out, drive strengths merged, types with 43 or more instances in the layout
cell	count
nor3	424
xor2	339
o22ai	72
o211ai	169
or4	44
o21ai	762
a221oi	67
nand2b	126
inv	1389
a21o	377
nand2	1934
mux2i	103
or2	102
diode	68
a211o	60
a2111oi	49
a31oi	201
nand3	329
or3	145
and4	43
xnor2	607
nor2	1631
o21bai	78
o31ai	135
a21boi	49
a211oi	190
a31o	48
ha	1486
and3	123
a21oi	1137
fa	899
mux2	136
buf	600
nand4	164
and2	108
o21a	273
nor2b	143
a22oi	46
o2111ai	43
nor4	98
Power and IR drop assume default switching activity.
