==> flow/design.v <==
`timescale  1ns/100ps
module reg_file(
    input [31:0]IN,
    output reg  [31:0] OUT1, OUT2, 
    input wire [4:0] INADDRESS, OUT1ADDRESS, OUT2ADDRESS, 
    input WRITE, CLOCK, RESET
    );
    reg [31:0] regFile [0:31];     
    integer i;
    initial begin
        $dumpfile("reg_wavedata.vcd");
        for(i = 0; i < 32; i = i + 1)begin
            $dumpvars(1, regFile[i]);
        end
    end
    always @(posedge CLOCK)
    begin 
        if(RESET)
        begin
            #1
            for(i = 0; i < 32; i++)
            begin
                regFile[i] = 32'd0;
            end
        end
        else if(WRITE)
        begin
            #1
            regFile[INADDRESS] = IN;
        end
        begin
            #2
            OUT1 = regFile[OUT1ADDRESS];
            OUT2 = regFile[OUT2ADDRESS];
        end
    end
    always @(OUT1ADDRESS, OUT2ADDRESS)
    begin
        #2;
        OUT1 = regFile[OUT1ADDRESS];
        OUT2 = regFile[OUT2ADDRESS];
    end
endmodule 
==> flow/run.sh <==
#!/bin/bash
# OpenROAD 26Q1-2900-gdf79404cd8, Yosys 0.63+post, stock flow scripts
make -C /OpenROAD-flow-scripts/flow DESIGN_CONFIG=/design/flow/config.mk WORK_HOME=/design/flow/orfs finish
==> flow/config.mk <==
export PLATFORM = sky130hd
export DESIGN_NAME = reg_file
export DESIGN_NICKNAME = reg_file
export VERILOG_FILES = /design/flow/design.v
export SDC_FILE = /design/flow/constraint.sdc
export NUM_CORES = 4
export LEC_CHECK = 1
export CORE_UTILIZATION = 40
==> flow/constraint.sdc <==
current_design reg_file

set clk_period 36.5
set clk_io_pct 0.2

create_clock -name clk0 -period $clk_period [get_ports {CLOCK}]

set non_clock_inputs [all_inputs -no_clocks]
set_input_delay [expr $clk_period * $clk_io_pct] -clock clk0 $non_clock_inputs
set_output_delay [expr $clk_period * $clk_io_pct] -clock clk0 [all_outputs]
==> run notes <==
Implementation status.

- The run stopped with a tool error.
- The stopping stage is 1_2_yosys.
- The first error in the log reads "ERROR: Found 64 problems in 'check -assert'".
- The number of synthesized flops with an enable pin is 0.
- Per the synth stats, the flop cell with the highest instance count is sky130_fd_sc_hd__dfxtp_1.
- The chip area line in the Yosys stat output reads 62800 um2.
- The share of the Yosys chip area taken by registers is 0.347.
- Among all cell types in the netlist, the one instantiated most often is sky130_fd_sc_hd__nor2_1.
- Counting flops with an async set or reset pin after synthesis yields a share of 0.
- By count the netlist is led by sky130_fd_sc_hd__nor2_1, sky130_fd_sc_hd__dfxtp_1, sky130_fd_sc_hd__mux2i_1, sky130_fd_sc_hd__o22ai_1, sky130_fd_sc_hd__clkbuf_1.
- Sorting the Yosys area breakdown by cell type puts at the top sky130_fd_sc_hd__dfxtp_1.
- By area the synthesized netlist is led by sky130_fd_sc_hd__dfxtp_1, sky130_fd_sc_hd__mux2i_1, sky130_fd_sc_hd__nor2_1.
- Yosys printed 35 warnings.
- The number of different library cells in the post-synthesis netlist is around 85.
- The synthesized netlist was found by Yosys to have 7534 cells.
- The share of the synthesized area in the top cell type is 0.347.
- The synthesized design contains 1088 register bits.
-- kinds of logic after synthesis --
family,synth area share
DFF,0.347
muxes,0.138
buffers and inverters,0.0547
AOI/OAI and AO/OA,0.299
and+or+nand+nor,0.161
