==> flow/design.v <==
`timescale  1ns/100ps
module mux3(DATA2, IMM, OP2_SEL, MUX3_OUT);
	input[31:0] DATA2, IMM;
	input OP2_SEL;
	output reg[31:0] MUX3_OUT;
	always @(OP2_SEL) 
	begin
		#1
		case(OP2_SEL)
			1'b0:begin
				MUX3_OUT = IMM;
			end
			1'b1:begin
				MUX3_OUT = DATA2;
			end
		endcase		
	end
endmodule
==> flow/run.sh <==
#!/bin/bash
# OpenROAD 26Q1-2900-gdf79404cd8, Yosys 0.63+post, stock flow scripts
make -C /OpenROAD-flow-scripts/flow DESIGN_CONFIG=/design/flow/config.mk WORK_HOME=/design/flow/orfs finish
==> flow/config.mk <==
export PLATFORM = sky130hd
export DESIGN_NAME = mux3
export DESIGN_NICKNAME = mux3
export VERILOG_FILES = /design/flow/design.v
export SDC_FILE = /design/flow/constraint.sdc
export NUM_CORES = 4
export LEC_CHECK = 1
export CORE_AREA = 10 10 70 70
export DIE_AREA = 0 0 80 80
==> flow/constraint.sdc <==
current_design mux3

set clk_period 1.0
set clk_io_pct 0.2

create_clock -name clk0 -period $clk_period

set non_clock_inputs [all_inputs -no_clocks]
set_input_delay [expr $clk_period * $clk_io_pct] -clock clk0 $non_clock_inputs
set_output_delay [expr $clk_period * $clk_io_pct] -clock clk0 [all_outputs]
==> results_slide.txt <==
Flow Results at a Glance

Floorplanning
  – Area of the core: 3420 sq um
  – Chip area: 6400 sq um
  – Die width: 80 microns
  – Die H: 80 microns
  – # rows: 21
  – IO Pins: 97
  – Initial Utilization: 0.159

Placement
  – RD Place Congestion: 0.758
  – Post-DP HPWL: 2400 microns
  – IO Port Bufs: 97

Run
  – Log Warnings: 34
  – Max cap viols: 0

Timing
  – RSZ-0062 raised after global routing: yes
  – FMAX: 852 MHz
  – Hold Vio Cnt, Final: 0
  – Final period utilization: 1.17
  – Max-slew headroom: 0.926
  – Final worst slack: -173 ps
  – Slew Limit Fails: 0
  – Setup tns final: -3690 ps
  – Slew @ Worst Pin: 111 ps
  – Finish-stage setup viols: 32
  – Min Tclk post-route: 1170 ps

Finish
  – P&R area growth vs syn: 191%
  – Flop count: 0
  – Clock Buffer Count: 0
  – Layout fillers: 345
  – Post-layout util: 0.464
  – Share of cells above drive strength 1: 0.533
  – Most frequent cells in the layout: dlygate4sd2_1, mux2_4, buf_6, buf_2, clkdlybuf4s50_1
  – Most numerous logic cell after layout: dlygate4sd2_1
  – Sequential cell area: 0 sq um

Clock network
  – # hold bufs at CTS: 0

Synth
  – Synthesized area per cell: 15.1 sq um
  – Yosys Chip Area: 544 sq um
  – Ys Warns: 1
  – Yosys cell count: 36
  – Post-synthesis cell type count: 4
  – Register share after synthesis: 0
  – Dominant cell type by area after synthesis: mux2_4
  – Synth Instances: 36
  – Top cells by area, synth: mux2_4, buf_12, mux2_2
  – Synthesized area: 544 sq um
  – Max-area cell share: 0.828

Route
  – Routed WL: 2720 microns
  – Initial drt markers: 3
  – Post-route ant nets: 0
  – Vias/cell: 3.77
  – Per-cell routed wire length: 14.9 microns
  – DRC viols: 0
  – Via count: 690
  – Antenna diodes: 0
  – Drt pass-1 iters: 2

Global route
  – Initial antenna violation count: 0
  – Vias in the first global route: 751
  – Gr usage total: 0.0764
  – Pin count of the biggest net entering global routing: 11
  – First-pass GRT wire length: 4000 microns
  – Gr ovfl total: 0

Worst setup path
  – CP delay by family, top: buffers and inverters
  – Worst EP required: 800 ps
  – Buf+Inv Stages, Crit Path: 2
  – CP endpoint kind: output port
  – Startpoint types: input port
  – WP data arrival: 970 ps
  – Worst path max stage delay: 400 ps
  – Critical path peak fanout: 1
  – CP max stage cell: clkdlybuf4s50_1
  – Crit Path Category: in -> out
  – CP Cell Sequence: clkdlybuf4s50_1 -> mux2_4 -> buf_6

Pwr
  – Maximum VDD drop: 161 uV
  – Power per cell area: 390 nW/um^2
  – Leakage power: 0.000887 uW

Outcome
  – Status: complete, but fails checks
  – Failing checks: setup timing

Min path
  – Worst Hold Class: in -> out
[power by group]
| part | leakage, uW | switching [uW] | internal (uW) |
|---|---|---|---|
| logic | 0.000887 | 132 | 487 |
| clock network | 0 | 0 | 0 |
| registers | 0 | 0 | 0 |
| total | 0.000887 | 132 | 487 |
[final cells by class]
type / instances / area (sq um) / share of cell area
multi-input combinational: 32 / 480 / 0.303
timing repair buffer: 105 / 1050 / 0.661
tap: 46 / 57.6 / 0.0363
[synthesized netlist by cell type]
| cell type | n |
|---|---|
| buf_12 | 3 |
| buf_6 | 1 |
| mux2_2 | 2 |
| mux2_4 | 30 |
[through the flow]
step / total power [uW] / area [sq um] / hold slack, ps / worst slack [ps] / instances
finish: 619 / 1590 / 692 / -173 / 183
global route: 664 / 1590 / 713 / -196 / 183
CTS: 608 / 1520 / 801 / -174 / 183
detailed placement: 650 / 1520 / 1360 / -499 / 177
global placement: 648 / 1520 / 1350 / -497 / 177
floorplan: 206 / 544 / 498 / 66.9 / 36
[tightest hold or removal path, stage by stage]
cell and delay, ps:
dlymetal6s2s_1 80, mux2_4 130, buf_2 80
[path summary, 6_finish.rpt]
kind,start,endpoint,slack [ps],cells after the start
worst max-delay path,DATA2[27],MUX3_OUT[27],-170,3
worst min-delay path,IMM[18],MUX3_OUT[18],690,3
[metal layers]
layer,track usage,up-vias,routed length (microns)
li1,-,339,-
met1,0.0877,300,1020
met2,0.136,51,1350
met3,0.0318,0,351
met4,0,0,0
met5,0,-,0
[repair_timing]
item	in CTS	in global routing
endpoints found under the hold margin	0	0
gates cloned	1	0
resized	170	15
setup endpoints to repair	32	32
setup buffers	5	0
[logic make-up (layout without fill, tap and decap cells)]
logic type / Yosys count / after routing / synth area share
muxes: 32 / 32 / 0.869
buffers and inverters: 4 / 105 / 0.131
Power is estimated from default activity; no workload was simulated.
