==> flow/design.v <==
`timescale  1ns/100ps
module mux2(DATA1, PC, OP1_SEL, MUX2_OUT);
	input[31:0] DATA1, PC;
	input OP1_SEL;
	output reg[31:0] MUX2_OUT;
	always @(OP1_SEL) 
	begin
		#1
		case(OP1_SEL)
			1'b0:begin
				MUX2_OUT = PC;
			end
			1'b1:begin
				MUX2_OUT = DATA1;
			end
		endcase		
	end
endmodule
==> flow/run.sh <==
#!/bin/bash
# OpenROAD 26Q1-2900-gdf79404cd8, Yosys 0.63+post, stock flow scripts
make -C /OpenROAD-flow-scripts/flow DESIGN_CONFIG=/design/flow/config.mk WORK_HOME=/design/flow/orfs finish
==> flow/config.mk <==
export PLATFORM = sky130hd
export DESIGN_NAME = mux2
export DESIGN_NICKNAME = mux2
export VERILOG_FILES = /design/flow/design.v
export SDC_FILE = /design/flow/constraint.sdc
export NUM_CORES = 4
export LEC_CHECK = 1
export CORE_AREA = 10 10 70 70
export DIE_AREA = 0 0 80 80
==> flow/constraint.sdc <==
current_design mux2

set clk_period 1.0
set clk_io_pct 0.2

create_clock -name clk0 -period $clk_period

set non_clock_inputs [all_inputs -no_clocks]
set_input_delay [expr $clk_period * $clk_io_pct] -clock clk0 $non_clock_inputs
set_output_delay [expr $clk_period * $clk_io_pct] -clock clk0 [all_outputs]
==> notes.md <==
fresh numbers from the pnr run: RSZ-0062 raised after global routing=yes, Yosys top cell by area=mux2_4, critical path launch point type=input pin, vias per cell=~3.8, Port Buf Inserts=approximately 97, Cell Area, Synth=544.3 um^2, WL/cell=14.93 um, ys cells=36, vias post-DR=between 600 and 700, max_cap viols=0, tool warnings=34, max frequency=845.6 MHz, critical path cell sequence=buf_12 -> buf_12 -> buf_4 -> mux2_4 -> buf_6, status=finished with violations, antenna violations before repair=0, share of layout cells above drive strength 1=0.5294, GP Congestion=0.7884, maximum VDD drop=0.1445 mV, CP bufs+invs=4, wire length of the first global-routing pass=a little over 4000 um, largest net degree at the start of global routing=10, max incr delay on CP=0.29 ns, final setup vio count=32, Total Routing Usage GR=0.07735, min-delay src=PC[1], Rows=21, Final Hold Viols=0, Unique masters post-synth=4, CP top delay family=buffers and inverters, Cell Area, Placed=1536 um^2, seq_cells=0, period utilization=1.183, Setup crit end kind=output port, DRC=0, leakage power=0.8597 nW, grt ovf=0, number of global-route vias before repair=756, Max Slew Vio Count=0, Die X-Extent=80 um, drt pass-1 iters=2, drt total wl=around 2700 um, max_slew headroom=0.9460, cts hold-fix bufs=0, Layout clock buffers=0, dpl ws=-0.5017 ns, DP Wirelength=2413 um, Gate Area=480.5 um^2, top cells by count=30 x mux2_4, 3 x buf_12, 2 x mux2_2, Hold Path Sink=MUX2_OUT[1], fin area=between 1500 and 2000 um^2, Worst-Margin Slew=0.08094 ns, fin worst setup slack=-0.1826 ns, Post-DRT Antenna Nets=0, synthesized area per cell=approximately 15 um^2, Dominant cell area share=0.8276, CP arrival=0.98 ns, CP max FO=6, Crit path top cell by count=buf_12, Antenna Cells=0, Req. time, crit path=0.80 ns, Initial DRC Count=1, Setup CP Type=input pin to output port, critical path depth in cells=5, Yosys Chip Area=544.3 um^2, Area contributors post-synth=mux2_4 83%, buf_12 11%, mux2_2 4.1%, buf_6 2.1%, Reg area=0 um^2, Die Span Y=80 um, synth warn=1, Syn Inst Count=36, Core Util at FP=0.1593, fill count=343, Cells on Worst Hold Path=3, Slowest cell on crit path=mux2_4, failing checks=negative setup slack, area grow syn2layout=187.6%, Final min period=1.183 ns, Core Footprint=about 3400 um^2, worst min path class=input pin to output port, Post-synth seq share=0, chip area=6400 um^2, Synth top cell by count=mux2_4, power per cell area=393.5 nW/um^2, I/O pin count=97
==> placed cells by master, fill, tap and decap left out <==
master            n
buf_16            2
buf_2            10
dlygate4sd2_1    55
clkdlybuf4s50_1   6
buf_4             2
dlymetal6s2s_1    3
buf_6            22
buf_12            4
mux2_4           32
==> worst max-delay path by stage <==
stage                 slack [ns]          end  startpoint
after CTS                  -0.19  MUX2_OUT[3]     OP1_SEL
after global routing       -0.21  MUX2_OUT[3]     OP1_SEL
final                      -0.18  MUX2_OUT[3]     OP1_SEL
==> cells by family (layout without fill, tap and decap cells) <==
family | after synthesis | count (layout) | share of synthesized area
mux | 32 | 32 | 0.8690
buf+inv | 4 | 104 | 0.1310
==> per-layer routing <==
layer | share of wire | routed length [um] | track usage
met3 | 0.12 | 313 | 0.03068
met4 | 0 | 0 | 0
met1 | 0.39 | 1072 | 0.09163
met5 | 0 | 0 | 0
met2 | 0.49 | 1333 | 0.1356
==> power breakdown <==
part           internal, mW  switching, mW
clock                     0              0
combinational         0.482          0.134
sequential                0              0
total                 0.482          0.134
==> stage by stage <==
step | hold slack, ns | setup TNS [ns] | power, mW | instances | utilization
floorplan | 0.4977 | 0 | 0.2063 | 36 | -
global placement | 1.339 | -15.29 | 0.6538 | 177 | 0.4498
detailed placement | 1.342 | -15.38 | 0.6591 | 177 | 0.4498
CTS | 0.7979 | -2.945 | 0.6032 | 182 | 0.4432
global route | 0.7226 | -3.313 | 0.6593 | 182 | 0.4582
finish | 0.6976 | -2.758 | 0.6160 | 182 | 0.4582
==> cell type report <==
| type | instances | area share |
|---|---|---|
| Timing Repair Buffer | 104 | 0.6563 |
| Multi-Input combinational cell | 32 | 0.3070 |
| Tap cell | 46 | 0.03677 |
==> what timing repair did <==
item                                   CTS  global route
resized                                174            10
setup endpoints to repair               32            32
endpoints found under the hold margin    0             0
buffers inserted                         3             0
gates cloned                             2             0
Power and IR drop assume default switching activity.
